### flow/design.v
module decoder_2x4(
    input[1:0] in,
    input enable,
    output[3:0] out
);
    assign out[0] = enable & ~in[1] & ~in[0];
    assign out[1] = enable & ~in[1] & in[0];
    assign out[2] = enable & in[1] & ~in[0];
    assign out[3] = enable & in[1] & in[0];
endmodule
module edge_detector (
    input  clock,
    input  reset,
    input  sinal,
    output pulso
);
    reg reg0;
    reg reg1;
    always @(posedge clock or posedge reset) begin
        if (reset) begin
            reg0 <= 1'b0;
            reg1 <= 1'b0;
        end else if (clock) begin
            reg0 <= sinal;
            reg1 <= reg0;
        end
    end
    assign pulso = ~reg1 & reg0;
endmodule
module encoder #(
	parameter SIZE = 4
) (
  input [SIZE - 1:0] data_i, 
  output reg [($clog2(SIZE)) - 1:0] data_o 
);
integer i;
	always @* begin
		data_o = {SIZE*(1'b0)};
    for (i = 0; i < SIZE; i = i + 1)
      if (data_i[i]) data_o = i;
  end
endmodule
module menu #(
    parameter MODO = 4,
              BPM = 2,
              TOM = 4,
              MUSICA = 16,
              ERRO = 3,
              GRAVA_OPS = 3
) (
    input right_arrow_pressed, left_arrow_pressed,
    input reset,
    input clock,
    input load_initial,
    input [2:0] menu_sel,
    output [MODO - 1:0] modos,
    output [BPM - 1:0] bpms,
    output [GRAVA_OPS-1:0] grava_ops,
    output [$clog2(TOM) - 1:0] toms,
    output [$clog2(MUSICA) - 1:0] musicas,
    output [ERRO - 1:0] erros,
    output [$clog2(MUSICA) - 1:0] arduino_out
);
localparam SIZE = 2;
wire [MUSICA - 1:0] arduino_signal, menu_principal_o;
wire [TOM-1:0] toms_decoded;
wire [MUSICA-1:0] musicas_decoded;
wire right_arrow_pulse, left_arrow_pulse, enable_shift;
wire[3:0] shift;
assign enable_shift = right_arrow_pulse | left_arrow_pulse;
decoder_2x4 decoder_shift (
    .in(menu_sel[1:0]),
    .enable(enable_shift),
    .out(shift)
);
    edge_detector EdgeDetectorRight (
        .clock( clock               ),
        .reset( 1'b0                ), 
        .sinal( right_arrow_pressed ), 
        .pulso( right_arrow_pulse   )
    );
    edge_detector EdgeDetectorLeft (
        .clock( clock               ),
        .reset( 1'b0                ), 
        .sinal( left_arrow_pressed  ), 
        .pulso( left_arrow_pulse    )
    );
encoder #(.SIZE(TOM)) tom_value (
    .data_i (toms_decoded),
    .data_o (toms)
);
encoder #(.SIZE(MUSICA)) musica_value (
    .data_i (musicas_decoded),
    .data_o (musicas)
);
mux8_1 #(.SIZE(MUSICA)) mux_arduino_principal (
        .sel    (menu_sel),
        .i0     ({{(MUSICA - MODO){1'b0}} , modos}),
        .i1     ({{(MUSICA - BPM){1'b0}} , bpms}),
        .i2     ({{(MUSICA - TOM){1'b0}},toms_decoded}),
        .i3     (musicas_decoded ),
        .i4     ({{(MUSICA - ERRO){1'b0}} , erros}),
        .i5     ( {{(MUSICA - GRAVA_OPS){1'b0}} , grava_ops}),
        .i6     ( ),
        .i7     ( ),
        .data_o (arduino_signal)
    );
encoder #(.SIZE(MUSICA)) arduino_value (
    .data_i (arduino_signal),
    .data_o (arduino_out)
);
shift_register #(.SIZE(MODO)) modo_sr(
    .clock      (clock),
    .load_value ({{(MODO - 1){1'b0}}, 1'b1}),
    .load       (load_initial),
    .dir        (right_arrow_pressed),
    .reset      (reset),
    .shift      (shift[0]),
    .value      (modos)
); 
shift_register #(.SIZE(BPM)) bpm_sr(
    .clock      (clock),
    .load_value ({{(BPM - 1){1'b0}}, 1'b1}),
    .load       (load_initial),
    .dir        (right_arrow_pressed),
    .reset      (reset),
    .shift      (shift[1]),
    .value      (bpms)
); 
shift_register #(.SIZE(TOM)) tom_sr(
    .clock      (clock),
    .load_value ({{(TOM - 1){1'b0}}, 1'b1}),
    .load       (load_initial),
    .dir        (right_arrow_pressed),
    .reset      (reset),
    .shift      (shift[2]),
    .value      (toms_decoded)
); 
shift_register #(.SIZE(MUSICA)) musica_sr(
    .clock      (clock),
    .load_value ({{(MUSICA - 1){1'b0}}, 1'b1}),
    .load       (load_initial),
    .dir        (right_arrow_pressed),
    .reset      (reset),
    .shift      (shift[3]),
    .value      (musicas_decoded)
); 
shift_register #(.SIZE(ERRO)) erro_sr(
    .clock      (clock),
    .load_value ({{(ERRO - 1){1'b0}}, 1'b1}),
    .load       (load_initial),
    .dir        (right_arrow_pressed),
    .reset      (reset),
    .shift      (enable_shift & menu_sel[2]),
    .value      (erros)
); 
shift_register #(.SIZE(GRAVA_OPS)) grava_sr(
    .clock      (clock),
    .load_value ({{(GRAVA_OPS - 1){1'b0}}, 1'b1}),
    .load       (load_initial),
    .dir        (right_arrow_pressed),
    .reset      (reset),
    .shift      (enable_shift),
    .value      (grava_ops)
); 
endmodule
module mux8_1 #(
    parameter SIZE = 64 
) (
  input [2:0] sel,  
  input [SIZE - 1:0] i0, i1, i2, i3, i4, i5, i6, i7,  
  output reg [SIZE - 1:0] data_o  
);
  always @(*) begin
    case (sel)
      3'b00: data_o = i0; 
      3'b01: data_o = i1; 
      3'b10: data_o = i2; 
      3'b11: data_o = i3; 
      3'b100: data_o = i4; 
      3'b101: data_o = i5; 
      3'b110: data_o = i6; 
      3'b111: data_o = i7; 
    endcase
  end
endmodule
module shift_register #(
    parameter SIZE=4
) (
    input clock,
    input [SIZE - 1:0] load_value,
    input load,
    input dir, 
    input reset,
    input shift,
    output reg [SIZE - 1:0] value
);
    always @(posedge clock) begin
        if (reset)
            value <=  {SIZE*(1'b0)};
        else begin
            if (load) value <= load_value;
            else if (shift)
                case (dir)
                    1: value = {value[SIZE - 2:0], value[SIZE - 1]};
                    0: value = {value[0], value[SIZE - 1:1]};
                    default: value <= value;
                endcase
            else 
                value <= value;
        end
    end
endmodule
### flow/run.sh
#!/bin/bash
# OpenROAD 26Q1-2900-gdf79404cd8, Yosys 0.63+post, stock flow scripts
make -C /OpenROAD-flow-scripts/flow DESIGN_CONFIG=/design/flow/config.mk WORK_HOME=/design/flow/orfs finish
### flow/config.mk
export PLATFORM = sky130hd
export DESIGN_NAME = menu
export DESIGN_NICKNAME = menu
export VERILOG_FILES = /design/flow/design.v
export SDC_FILE = /design/flow/constraint.sdc
export NUM_CORES = 4
export LEC_CHECK = 1
export CORE_UTILIZATION = 30
### flow/constraint.sdc
current_design menu

set clk_period 4.8
set clk_io_pct 0.2

create_clock -name clk0 -period $clk_period [get_ports {clock}]

set non_clock_inputs [all_inputs -no_clocks]
set_input_delay [expr $clk_period * $clk_io_pct] -clock clk0 $non_clock_inputs
set_output_delay [expr $clk_period * $clk_io_pct] -clock clk0 [all_outputs]
==> impl_metrics.json <==
{
  "numCtsBuffers": 5,
  "cp.required_ns": 3.84,
  "top_cell_area_share_pct": 35.0,
  "netlist-cell-type-count": 43,
  "synth_area_per_cell_um2": 8.62,
  "stdcell_count": 332,
  "crit_chain": "clkdlybuf4s50_1, or4b_1, o211a_2, a2bb2oi_1, nor2_1, a211o_1, clkdlybuf4s50_1",
  "path_class": "in -> out",
  "dpl.cell_count": 324,
  "die_h_um": 84.9,
  "insertion_delay_ns": 0.28,
  "cts_sinks": 36,
  "syn_area_um2": 2060,
  "rsz0062_at_grt": "no",
  "tns_ns": 0,
  "grt_overflow_total": 0,
  "slew_headroom_pct": 59.8,
  "rows": 29,
  "worstMarginPinSlew_ns": 0.603,
  "fmax_mhz": 238,
  "initial_core_util_pct": 31.7,
  "post-route-drc-count": 0,
  "fill_cells": 631,
  "crit_top_cell": "clkdlybuf4s50_1",
  "hold_violations": 0,
  "cts_tree": "built",
  "slew_viol_final": 0,
  "met1_usage_pct": 21.1,
  "setup_viol": 0,
  "worst_setup_path_end_kind": "output port",
  "cts_hold_buf": 0,
  "p_leak_nw": 0.918,
  "place_congestion": 0.869,
  "ant_nets": 0,
  "ir_drop_v": 0.000106,
  "cts_buffer_depth": 2,
  "htreeDepth": 2,
  "cp_slowest_cell": "clkdlybuf4s50_1",
  "synth_flops": 36,
  "maxCapViolations": 0,
  "grt_max_degree": 33,
  "insertedDiodeCount": 0,
  "topCellsByArea": "dfxtp_1, mux2i_1, a211oi_1",
  "drive_above_1_share_pct": 7.45,
  "top_usage_layer": "met1",
  "syn2layout_area_growth_pct": 17.4,
  "ys_seq_share_pct": 35.0,
  "ys_cells": 239,
  "grt_pass1_vias": 1548,
  "cpPeakStageDelay_ns": 0.70,
  "synth_warnings": 40,
  "clk_pin_slew_ns": 0.07,
  "critPathArrivalTime_ns": 3.25,
  "wl_mm": 4.61,
  "postCtsSetupBuffers": 0,
  "first_iter_violations": 113,
  "status": "finished clean",
  "holdWs_ns": 0.344,
  "grt_use_total_pct": 13.1,
  "min_path_type": "reg -> reg",
  "die_w_um": 84.9,
  "cp_max_fo": 13,
  "antenna_found_initial": 0,
  "ios": 30,
  "core_area_um2": 6490,
  "path_buffers": 2,
  "crit_family": "buffers and inverters",
  "drt_pass1_iterations": 6,
  "warnings": 25,
  "use_met2_pct": 19.1,
  "vias": 1753,
  "yosysChipArea_um2": 2060,
  "grt_use_met3_pct": 1.97,
  "numPortBuffers": 29,
  "cts_resized": 0,
  "clockRootBuffer": "clkbuf_8",
  "chipArea_um2": 7200,
  "vias_per_cell": 5.28,
  "grt_pass1_wl_mm": 7.66,
  "fin_crit_ns": 4.21,
  "synth_cells": 239,
  "fin_crit_sh_pct": 87.6,
  "setup_ws_ns": 0.593,
  "power_w": 0.000644,
  "critPathLaunchType": "primary input",
  "powerDensity_nw_per_um2": 266,
  "hpwl_mm": 3.14,
  "fin_worst_skew_ns": 0.00442,
  "preCtsSetupSlack_ns": 0.604,
  "wire_per_inst_um": 13.9,
  "synth_top_cell_by_area": "dfxtp_1"
}
## sequential cells by signal (all words and copies together) (netlist names)
signal and cells:
EdgeDetectorLeft.reg1 1, EdgeDetectorRight.reg1 1, EdgeDetectorRight.reg0 1, EdgeDetectorLeft.reg0 1, musica_sr.value 16, erro_sr.value 3, grava_sr.value 3, modo_sr.value 4
bpm_sr.value 2, tom_sr.value 4
## metal layers
layer,wire length [µm],vias to the layer above
met5,0,-
met4,57,0
met3,169,5
met2,2020,43
met1,2370,810
li1,-,895
## area by class of cell
type                    count  area, µm²  share of cell area, %
multi-input cells         171       1180                   48.7
flip-flops and latches     36        721                   29.8
repair buffers             31        300                   12.4
well taps                  77       96.3                   3.98
clock buffers               8       90.1                   3.72
inverters                   9       33.8                   1.40
## worst reg2reg max path, delay by kind of cell (launching register included)
kind	cells	cell delay [ns]
mux	1	0.26
flops	1	0.32
simple gates	3	0.92
compound gates	1	0.10
## cell families after synthesis
kind of cell / share of synthesized area (%)
DFF: 35.0
buffers and inverters: 7.89
muxes: 18.1
and+or+nand+nor: 16.3
AOI/OAI and AO/OA: 22.8
## synthesized netlist by cell type (all sizes together)
cell	number
nand2b	1
o41ai	1
or2	4
and3	1
dfxtp	36
nor2b	2
nor3	4
buf	13
nor2	35
a21oi	13
a32oi	1
nor3b	1
a31oi	1
a211oi	27
o31ai	2
a211o	1
and2	2
inv	9
clkbuf	10
o21bai	1
o211a	2
nand2	5
nor4	2
a2bb2oi	1
o21ai	10
mux2i	35
or4b	1
a2111oi	2
nand3	3
o22ai	2
or2b	1
a21o	2
mux2	2
nand3b	4
o31a	1
o211ai	1
## placed cells by master, fill, tap and decap left out, types with 2 or more instances in the layout
cell type,instances
clkbuf_8,6
clkbuf_1,2
a21o_1,2
nor2b_1,2
mux2_2,2
nor3_1,4
o21ai_0,10
dfxtp_1,36
mux2i_1,35
nand3b_1,4
buf_4,2
or2_2,3
a21oi_1,13
nand3_1,3
inv_1,9
nor4_1,2
o22ai_1,2
clkdlybuf4s50_1,28
nor2_1,35
nand2_1,5
o31ai_1,2
a211oi_1,27
## power by group
group | switching (W) | internal (W)
sequential | 0.0000131 | 0.000310
clock | 0.000102 | 0.000117
combinational | 0.0000475 | 0.0000545
## stage by stage
stage / instance area, µm² / util, %
floorplan: 2060 / -
global placement: 2330 / 35.9
detailed placement: 2330 / 35.9
CTS: 2420 / 37.2
global route: 2420 / 37.2
finish: 2420 / 37.2
## final timing paths
check                           slack [ns]                   start                endpoint  cells after the start
worst max-delay path                  0.59             menu_sel[0]          arduino_out[0]                      7
worst max register to register        3.09   EdgeDetectorLeft.reg0        modo_sr.value[0]                      5
worst min-delay path                  0.34  EdgeDetectorRight.reg0  EdgeDetectorRight.reg1                      0
worst min register to register        0.34  EdgeDetectorRight.reg0  EdgeDetectorRight.reg1                      0
Power is estimated from default activity; no workload was simulated.
