===== flow/config.mk =====
export PLATFORM = sky130hd
export DESIGN_NAME = unidade_controle
export DESIGN_NICKNAME = unidade_controle
export VERILOG_FILES = /design/flow/design.v
export SDC_FILE = /design/flow/constraint.sdc
export NUM_CORES = 4
export LEC_CHECK = 1
export CORE_AREA = 10 10 103 103
export DIE_AREA = 0 0 113 113

===== flow/constraint.sdc =====
current_design unidade_controle

set clk_period 3.0
set clk_io_pct 0.2

create_clock -name clk0 -period $clk_period [get_ports {clock}]

set non_clock_inputs [all_inputs -no_clocks]
set_input_delay [expr $clk_period * $clk_io_pct] -clock clk0 $non_clock_inputs
set_output_delay [expr $clk_period * $clk_io_pct] -clock clk0 [all_outputs]

===== flow/design.v =====
module unidade_controle #(
    parameter MODO       = 4,
              ERRO       = 3,
              GRAVA_OPS  = 3
) (
    input     clock,
    input     reset,
    input     iniciar,
    input                fimTF,
    input                fimCR,
    input                meioCR,
    input                nota_feita,
    input                nota_correta,
    input                tempo_correto,
    input                tempo_correto_baixo,
    input                enderecoIgualRodada,
    input                fimTempo,
    input                meioTempo,
    input [MODO - 1:0]   modos,
    input [ERRO - 1:0]   erros,
    input [GRAVA_OPS-1:0] grava_ops,
    input fim_musica,
    input press_enter,
    output    zeraC,
    output    contaC,
    output    zeraTF,
    output    contaTF,
    output    contaCR,
    output    zeraCR,
    output    contaMetro,
    output    zeraMetro,
    output    contaTempo,
    output    zeraTempo,
    output    registraR,
    output    zeraR,
    output    zeraOP,
    output    leds_mem,
    output    ativa_leds,
    output    toca,
    output    gravaM,
    output    registra_modo,
    output    registra_bpm,
    output    registra_tom,
    output    registra_musicas,
    output    [2:0] menu_sel,
    output    inicia_menu,
    output    registra_erro,
    output    volta_contador,
    output    mostra_menu,
    output    ganhou,
    output    perdeu,
    output    vez_jogador,
    output [5:0] db_estado
);
    localparam   inicial                 = 6'h00,
                inicializa_elementos    = 6'h01,
                inicio_rodada           = 6'h02,
                mostra                  = 6'h03,
                espera_mostra           = 6'h04,
                mostra_proximo          = 6'h05,
                inicio_nota             = 6'h06,
                espera_nota             = 6'h07,
                compara                 = 6'h09,
                acertou                 = 6'h0A,
                proxima_nota            = 6'h0B,
                incrementa_nota         = 6'h13,
                errou_nota              = 6'h14,
                errou_tempo             = 6'h15,
                toca_nota               = 6'h17,
                mostra_ultima           = 6'h18,
                proxima_rodada          = 6'h19,
                verifica_fim            = 6'h1A,
                atualiza                = 6'h1B,
                iniciar_menu            = 6'h1C,
                espera_modo             = 6'h1D,
                espera_bpm              = 6'h1E,
                espera_tom              = 6'h1F,
                espera_musica           = 6'h20,
                iniciar_menu_erro       = 6'h21,
                menu_erro               = 6'h22,
                espera_livre            = 6'h23,
                prepara_nota            = 6'h24,
                espera_toca             = 6'h25,
                inicia_sem_mostra       = 6'h26,
                proxima_nota_e_roda     = 6'h27,
                prepara_finaliza        = 6'h28,
                menu_grava              = 6'h29,
                fim_grava               = 6'h2A,
                decrementa              = 6'h2B,
                grava                   = 6'h2C,
                inicio_grava            = 6'h2D,
                espera_mostra_toca      = 6'h2E,
                decrementa_nota        = 6'h2F,
                registra                = 6'h30;
    reg [5:0] Eatual, Eprox;
    assign db_estado  = Eatual;
    wire modo_grava, modo_sem_apresenta, modo_fresstyle, modo_reprodutor, 
                modo_nota_a_nota, modo_genius, rollback, tocar_preview, volta, finaliza;
    wire tentar_dnv_rep, tentar_dnv, apresenta_ultima;
    assign { rollback, tocar_preview, volta, finaliza } = grava_ops;
    assign { modo_grava, modo_fresstyle, modo_reprodutor, modo_sem_apresenta, 
                modo_nota_a_nota, modo_genius } = modos;
    assign {tentar_dnv_rep, tentar_dnv, apresenta_ultima} = erros;
    always @(posedge clock or posedge reset) begin
        if (reset)
            Eatual <= inicial;
        else
            Eatual <= Eprox;
    end
    always @* begin
        if (Eatual == inicial || Eatual == iniciar_menu || Eatual == espera_modo || Eatual == espera_bpm ||
                Eatual == espera_tom || Eatual == espera_musica) begin
            case (Eatual)
                inicial:                  Eprox = iniciar ? iniciar_menu : inicial;
                iniciar_menu:             Eprox = espera_modo;
                espera_modo:              Eprox = press_enter ? espera_bpm : espera_modo;
                espera_bpm:               Eprox = press_enter ? espera_tom : espera_bpm;
                espera_tom:               Eprox = press_enter ? (modo_fresstyle ? inicializa_elementos : espera_musica) : espera_tom;
                espera_musica:            Eprox = press_enter ? inicializa_elementos : espera_musica;
                default:                  Eprox = inicializa_elementos;
            endcase
        end
        else begin 
        if (modo_genius) begin
            case (Eatual)
                inicializa_elementos:     Eprox = inicio_rodada;
                inicio_rodada:            Eprox = fimTF ? mostra : inicio_rodada;
                mostra:                   Eprox = espera_mostra;
                espera_mostra:            Eprox = tempo_correto_baixo ? (enderecoIgualRodada ? inicio_nota : mostra_proximo) : espera_mostra;
                mostra_proximo:           Eprox = mostra;
                inicio_nota:              Eprox = espera_nota;
                espera_nota:              Eprox = fimTempo ? errou_tempo : (nota_feita ? registra : espera_nota);
                registra:                 Eprox = toca_nota;
                toca_nota:                Eprox = nota_feita ? toca_nota : compara; 
                compara: begin
                    if (!nota_correta) begin
                        Eprox = errou_nota;
                    end
                    else begin  
                        if (!tempo_correto) begin  
                            Eprox = errou_tempo;
                        end  
                        else begin
                            if (enderecoIgualRodada) begin
                                Eprox = (fimCR) ? acertou : incrementa_nota;
                            end
                            else begin
                                Eprox = proxima_nota;
                            end
                        end
                    end
                end
                errou_tempo, errou_nota:  Eprox = iniciar_menu_erro;
                iniciar_menu_erro:        Eprox = menu_erro;
                menu_erro:                Eprox = !press_enter ? menu_erro : 
                                                    (tentar_dnv_rep ? inicio_rodada : (tentar_dnv ? inicio_nota : (apresenta_ultima ? mostra_ultima : menu_erro)));
                proxima_nota:             Eprox = espera_nota;
                incrementa_nota:          Eprox = atualiza;
                atualiza:                 Eprox = verifica_fim;
                verifica_fim:             Eprox = fim_musica ? acertou : proxima_rodada;
                acertou:                  Eprox = iniciar ? iniciar_menu : acertou;
                proxima_rodada:           Eprox = inicio_rodada;
                mostra_ultima:            Eprox = tempo_correto_baixo ? espera_nota : mostra_ultima;
                default:                  Eprox = inicial; 
            endcase
        end else if (modo_nota_a_nota) begin
            case(Eatual)
                inicializa_elementos:     Eprox = inicio_rodada;
                inicio_rodada:            Eprox = mostra;
                mostra:                   Eprox = espera_mostra;
                espera_mostra:            Eprox = tempo_correto_baixo ? prepara_nota : espera_mostra;
                prepara_nota:             Eprox = espera_nota;
                espera_nota:              Eprox = nota_feita ? registra : espera_nota;
                registra:                 Eprox = toca_nota;
                toca_nota:                Eprox = nota_feita ? toca_nota : compara;
                compara:                  Eprox = !tempo_correto ? errou_tempo : (!nota_correta ? errou_nota : incrementa_nota);
                errou_tempo, errou_nota:  Eprox = iniciar_menu_erro;
                iniciar_menu_erro:        Eprox = menu_erro;
                menu_erro:                Eprox = !press_enter ? menu_erro : 
                                                    (tentar_dnv_rep ? inicio_rodada : (tentar_dnv ? prepara_nota : (apresenta_ultima ? mostra_ultima : menu_erro)));
                incrementa_nota:          Eprox = atualiza;
                atualiza:                 Eprox = verifica_fim;
                verifica_fim:             Eprox = fim_musica ? acertou : espera_mostra;
                mostra_ultima:            Eprox = tempo_correto_baixo ? espera_nota : mostra_ultima;
                mostra_proximo:           Eprox = espera_mostra;
                acertou:                  Eprox = iniciar ? iniciar_menu : acertou;
                default:                  Eprox = inicial;
            endcase
        end else if (modo_reprodutor) begin
            case(Eatual)
                inicializa_elementos:     Eprox = inicio_rodada;
                inicio_rodada:            Eprox = fimTF ? mostra : inicio_rodada;
                mostra:                   Eprox = espera_toca;
                espera_toca:              Eprox = tempo_correto_baixo ? mostra_proximo : espera_toca;
                mostra_proximo:           Eprox = atualiza;
                atualiza:                 Eprox = verifica_fim;
                verifica_fim:             Eprox = fim_musica ? inicio_rodada : espera_toca;
                default:                  Eprox = inicial;
            endcase
        end else if (modo_sem_apresenta) begin
            case (Eatual)
                inicializa_elementos:     Eprox = inicia_sem_mostra;
                inicia_sem_mostra:        Eprox = espera_nota;
                inicio_rodada:            Eprox = fimTF ? mostra : inicio_rodada;
                mostra:                   Eprox = espera_mostra;
                espera_mostra:            Eprox = tempo_correto_baixo ? (enderecoIgualRodada ? inicio_nota : mostra_proximo) : espera_mostra;
                mostra_proximo:           Eprox = mostra;
                inicio_nota:              Eprox = espera_nota;
                espera_nota:              Eprox = fimTempo ? errou_tempo : (nota_feita ? registra : espera_nota);
                registra:                 Eprox = toca_nota;
                toca_nota:                Eprox = nota_feita ? toca_nota : compara; 
                compara:                  Eprox = !nota_correta ? errou_nota : (!tempo_correto ? errou_tempo : proxima_nota_e_roda);
                errou_tempo, errou_nota:  Eprox = iniciar_menu_erro;
                iniciar_menu_erro:        Eprox = menu_erro;
                menu_erro:                Eprox = !press_enter ? menu_erro : 
                                                    (tentar_dnv_rep ? inicio_rodada : (tentar_dnv ? inicio_nota : (apresenta_ultima ? mostra_ultima : menu_erro)));
                proxima_nota_e_roda:      Eprox = atualiza;
                atualiza:                 Eprox = verifica_fim;
                verifica_fim:             Eprox = fim_musica ? acertou : espera_nota;
                acertou:                  Eprox = iniciar ? iniciar_menu : acertou;
                mostra_ultima:            Eprox = tempo_correto_baixo ? espera_nota : mostra_ultima;
                default:                  Eprox = inicial; 
            endcase
        end else if (modo_grava) begin
            case (Eatual) 
                inicializa_elementos: Eprox = inicio_rodada;
                inicio_rodada:        Eprox = espera_nota;
                espera_nota:          Eprox = nota_feita ? registra : (press_enter ? prepara_finaliza : espera_nota);
                registra:             Eprox = toca_nota;
                toca_nota:            Eprox = nota_feita ? toca_nota : grava;
                grava:                Eprox = proxima_nota_e_roda;
                proxima_nota_e_roda:  Eprox = espera_nota;
				iniciar_menu_erro:    Eprox = menu_grava;
                menu_grava:           Eprox = !press_enter ? menu_grava : (finaliza ? iniciar_menu : 
                                                (tocar_preview ? inicio_grava : 
                                                (rollback ? decrementa : 
                                                (volta ? decrementa_nota : menu_grava))));
                prepara_finaliza:     Eprox = fim_grava;
                fim_grava:            Eprox = iniciar_menu_erro;
                decrementa:           Eprox = espera_nota;
                inicio_grava:         Eprox = fimTF ? mostra : inicio_grava;
                decrementa_nota:     Eprox = espera_nota;
                mostra:               Eprox = espera_mostra_toca;
                espera_mostra_toca:   Eprox = tempo_correto_baixo ? (fim_musica ? menu_grava : mostra_proximo) : espera_mostra_toca;
                mostra_proximo:       Eprox = mostra;
                default:              Eprox = inicial;
            endcase
        end else if (modo_fresstyle) begin
            case (Eatual) 
                inicializa_elementos:     Eprox = espera_livre; 
                espera_livre:             Eprox = nota_feita ? registra : espera_livre;
                registra:                 Eprox = toca_nota;
                toca_nota:                Eprox = nota_feita ? toca_nota : espera_livre;
                default:                  Eprox = espera_livre;
            endcase
        end
        else begin
            Eprox = inicial;
        end
    end
    end
    assign zeraR            = (Eatual == inicial || 
                               Eatual == prepara_finaliza);
    assign zeraOP           = (Eatual == inicial);
    assign zeraCR           = (Eatual == inicializa_elementos);
    assign zeraC            = (Eatual == inicio_nota ||
                               Eatual == inicio_rodada ||
                               Eatual == inicio_grava ||
                               Eatual == inicia_sem_mostra);
    assign zeraTempo        = (Eatual == proxima_nota || 
                               Eatual == inicio_nota || 
                               Eatual == inicializa_elementos || 
                               Eatual == errou_tempo || 
                               Eatual == errou_nota || 
                               Eatual == verifica_fim ||
                               Eatual == prepara_nota);
    assign zeraTF           = (Eatual == mostra || 
                               Eatual == inicializa_elementos || 
                               Eatual == inicio_nota ||
                               Eatual == prepara_nota);
    assign contaTF          = (Eatual == inicio_rodada ||
                               Eatual == inicio_grava);
    assign contaC           = (Eatual == incrementa_nota || 
                               Eatual == mostra_proximo || 
                               Eatual == proxima_nota || 
                               Eatual == proxima_nota ||
                               Eatual == proxima_nota_e_roda);
    assign contaTempo       = (Eatual == espera_nota);
    assign vez_jogador      = (Eatual == espera_nota);
    assign registraR        = (Eatual == registra);
    assign contaCR          = (Eatual == proxima_rodada ||
                               Eatual == proxima_nota_e_roda);
    assign ganhou           = (Eatual == acertou);
    assign perdeu           = (Eatual == errou_tempo || 
                               Eatual == errou_nota);
    assign leds_mem         = (Eatual == espera_mostra || 
                               Eatual == mostra_ultima ||
                               Eatual == espera_toca ||
                               Eatual == espera_mostra_toca);
    assign ativa_leds       = (Eatual == toca_nota || 
                               Eatual == espera_mostra || 
                               Eatual == mostra_ultima || 
                               Eatual == espera_toca ||
                               Eatual == espera_mostra_toca);
    assign toca             = (Eatual == toca_nota || 
                               Eatual == espera_toca ||
                               Eatual == espera_mostra_toca);
    assign contaMetro       = (Eatual == mostra_ultima || 
                               Eatual == espera_mostra || 
                               Eatual == toca_nota ||
                               Eatual == espera_livre || 
                               Eatual == espera_toca ||
                               Eatual == espera_mostra_toca);
    assign zeraMetro        = (Eatual == mostra || 
                               Eatual == errou_tempo || 
                               Eatual == espera_nota || 
                               Eatual == errou_nota || 
                               Eatual == inicializa_elementos || 
                               Eatual == verifica_fim ||
                               Eatual == prepara_finaliza);
    assign gravaM           = (Eatual == fim_grava ||
                               Eatual == grava);
    assign inicia_menu      = (Eatual == iniciar_menu || 
                               Eatual == iniciar_menu_erro);
    assign menu_sel[0]      = (Eatual == espera_bpm || 
                               Eatual == espera_musica ||
										 Eatual == menu_grava);
    assign menu_sel[1]      = (Eatual == espera_tom || 
                               Eatual == espera_musica ||
                               Eatual == acertou);
    assign menu_sel[2]      = (Eatual == menu_erro || Eatual == menu_grava || Eatual == acertou);
    assign registra_bpm     = (Eatual == espera_bpm);
    assign registra_modo    = (Eatual == espera_modo);
    assign registra_tom     = (Eatual == espera_tom);
    assign registra_musicas = (Eatual == espera_musica);
    assign mostra_menu      = (Eatual == espera_musica ||
                               Eatual == espera_bpm ||
                               Eatual == espera_tom ||
                               Eatual == espera_modo ||
                               Eatual == menu_erro || 
                               Eatual == menu_grava ||
                               Eatual == acertou);
    assign registra_erro    = ( Eatual == compara );
    assign volta_contador   = ( Eatual == decrementa);
endmodule

===== flow/run.sh =====
#!/bin/bash
# OpenROAD 26Q1-2900-gdf79404cd8, Yosys 0.63+post, stock flow scripts
make -C /OpenROAD-flow-scripts/flow DESIGN_CONFIG=/design/flow/config.mk WORK_HOME=/design/flow/orfs finish

==> GITHUB_STEP_SUMMARY <==
## Synthesis and layout report

| Metric | Value |
|---|---|
| Outcome | completed |
| First-pass GRT wire length | 18.41 mm |
| Worst Path Arrival | 2290 ps |
| Layout cell share with drive strength beyond 1 | 15.79% |
| Seq. cell area | 156.4 µm² |
| Initial antenna violation count | 0 |
| Yosys Warn Count | 1 |
| WS Path Type | reg2out |
| Vias/cell | 5.926 |
| Top-area cell share | 7.201% |
| CTS Buf Count | 3 |
| Post-route minimum period | 2893 ps |
| DP Wirelength | 9.750 mm |
| Die X | 113 µm |
| Crit path DRT | 2400 ps |
| Fp util | 27.63% |
| Syn_area_per_cell | 6.232 µm² |
| First DRT Iteration DRCs | 285 |
| Yosys Instances | 368 |
| Tcrit/Tclk final | 96.43% |
| Comb area | 1911 µm² |
| Overall routing resource usage | 17.93% |
| Worst Setup Start Kind | flop |
| Non-filler cells, final | 542 |
| Vias in the first global route | 3225 |
| DRT Wirelength | 11.99 mm |
| CTS Sinks | 6 |
| Class of the worst hold path | in2async |
| Largest register by flop count | Eatual |
| Max_cap viols | 0 |
| Most used logic cell in the final layout | clkdlybuf4s50_1 |
| Final Slew Violations | 0 |
| Largest net degree at the start of global routing | 19 |
| Post-DR wirelength/cell | 22.11 µm |
| Slew @ Worst Pin | 555.2 ps |
| RSZ-0062 raised after global routing | false |
| Cells after synthesis | 368 |
| Leading area contributor after synthesis | a21oi_1 |
| Clock transition at path regs | 40 ps |
| Core area | 8299 µm² |
| IO Port Bufs | 56 |
| Peak VDD IR | 0.2525 mV |
| Rel. slew slack | 62.89% |
| Die H | 113 µm |
| Hold-fix buffers, CTS | 0 |
| Synth flops | 6 |
| DIE AREA | 12770 µm² |
| Overflow after GRT | 0 |
| Max FFs per register | 6 |
| Dpl cells | 539 |
| Pwr dens | 811.4 nW/µm² |
| Ys async rst share | 100.0% |
| CTS HTree Levels | 1 |
| Top Layout Cells | 56 x clkdlybuf4s50_1, 44 x buf_4, 38 x nor2_1, 37 x nand2_1, 33 x a21oi_1 |
| Top Registers | Eatual x6 |
| Fin. Hold Viols | 0 |
| Top cells, area | a21oi_1 7.2%, dfrtp_1 6.5%, nor2_1 6.2%, nand2_1 6.1%, o21ai_0 4.6% |
| Seq share, synth | 6.547% |
| RePlAce Congestion | 0.9965 |
| CTS root buf | clkbuf_8 |
| Ys flop type | dfrtp_1 |
| Clock latency (worst-skew pair) | 220 ps |
| Site Rows | 33 |
| Max clock buf depth | 2 |
| Worst Path Max Fanout | 13 |
| Mapped Area | 2293 µm² |
| Final setup margin | 107.0 ps |
| Antenna Violating Nets Remaining | 0 |
| CTS tree | yes |
| Distinct cells, synth | 73 |
| Crit. End Element | output port |
| Final Util | 38.31% |
| P_leak | 1.214 nW |
| EDFF count, synth | 0 |
| First-pass iteration count of the detailed router | 5 |
| Finish-stage setup viols | 0 |
| Worst setup startpoint | Eatual[2]$_DFF_PP0_ |
| Reg2reg start | Eatual[4]$_DFF_PP0_ |
| Fmax | 345.7 MHz |
| Detailed-route via count | 3212 |
| DRC viols | 0 |
| N_diodes | 0 |
| Log Warnings | 30 |
| Clock Skew | 1.923 ps |
| Fillers | 882 |
| Setup WS pre-CTS | 66.16 ps |
| Yosys stat chip area | 2293 µm² |
| Top Ports | 62 |
| Area Growth Syn to Fin | 38.63% |
[cells in the mapped netlist, drive strengths merged, types with 3 or more instances]
cell	number
nand2	37
xor2	5
o22ai	10
a211oi	5
nor2b	12
o21ai	24
a32oi	6
nand3	16
nand2b	14
o21a	3
dfrtp	6
o32a	3
and2	5
and3	4
nand4	4
clkbuf	4
nor3	15
inv	13
a21oi	33
nor2	40
a22oi	5
or2	5
buf	30
o31ai	5
o32ai	3
a21o	4
or3	4
or4b	3
a31oi	4
[critical path, stage by stage (launching register included)]
cell and delay (ps):
dfrtp_2 500, buf_4 230, or4b_4 520, or2_4 280, inv_2 70, clkdlybuf4s50_1 470
[routing by layer]
layer	track usage [%]	wire length [µm]	up-vias
li1	-	-	1519
met1	23.38	5140	1499
met2	29.03	5549	166
met3	3.312	887	28
met4	6.007	408	0
met5	0	0	-
[final timing paths]
| check | endpoint | slack [ps] | cells after the start |
|---|---|---|---|
| min reg2reg | Eatual[3]$_DFF_PP0_ | 930 | 5 |
| min | Eatual[5]$_DFF_PP0_ | 610 | 2 |
| max reg2reg | Eatual[0]$_DFF_PP0_ | 270 | 10 |
| max | ganhou | 110 | 5 |
| max in group asynchronous | Eatual[2]$_DFF_PP0_ | 2180 | 2 |
| min in group clk0 | Eatual[3]$_DFF_PP0_ | 930 | 5 |
[per-stage QoR]
stage / TNS, ps / area [µm²] / power [mW] / hold WS (ps)
4_1_cts: 0 / 3167 / 2.533 / 611.7
5_1_grt: 0 / 3179 / 2.764 / 640.3
3_3_place_gp: -10.12 / 3122 / 2.434 / 827.1
2_1_floorplan: 0 / 2293 / 1.454 / 391.0
3_5_place_dp: 0 / 3122 / 2.399 / 843.8
6_report: 0 / 3179 / 2.580 / 613.2
[timing repair]
| action | 4_1_cts | 5_1_grt |
|---|---|---|
| setup buffers | 0 | 0 |
| endpoints found under the setup margin | 5 | 12 |
| gates resized | 3 | 4 |
| pin swaps | 0 | 0 |
[where the power goes]
group | leakage [nW] | internal (mW) | switching (mW)
sequential | 0.0724 | 0.115 | 0.119
combinational | 1.12 | 0.991 | 1.24
clock | 0.0216 | 0.0859 | 0.0313
[area by class of cell]
type                       instances  area share, %
sequential                         6          4.919
clock buffer                       3          1.299
tap                              105          4.132
timing repair buffer             100          28.02
inverter                          13          1.535
multi-input combinational        315          60.09
[kinds of logic after synthesis]
group | share of synthesized area [%]
and+or+nand+nor | 39.88
AOI/OAI and AO/OA | 39.01
buffers and inverters | 10.58
xor gates and xnor gates | 2.673
DFF | 6.546
muxes | 0.8729
adders and majority gates | 0.4365
No activity file was given, so power comes from the tool's default toggle rates.
