## ./constraint.sdc

```tcl
current_design comparador_tempo

set clk_period 1.7
set clk_io_pct 0.2

create_clock -name clk0 -period $clk_period

set non_clock_inputs [all_inputs -no_clocks]
set_input_delay [expr $clk_period * $clk_io_pct] -clock clk0 $non_clock_inputs
set_output_delay [expr $clk_period * $clk_io_pct] -clock clk0 [all_outputs]
```

## ./config.mk

```make
export PLATFORM = sky130hd
export DESIGN_NAME = comparador_tempo
export DESIGN_NICKNAME = comparador_tempo
export VERILOG_FILES = /design/flow/design.v
export SDC_FILE = /design/flow/constraint.sdc
export NUM_CORES = 4
export LEC_CHECK = 1
export CORE_AREA = 10 10 70 70
export DIE_AREA = 0 0 80 80
```

## ./design.v

```verilog
module comparador_85 #(parameter SIZE=4) (ALBi, AGBi, AEBi, A, B, ALBo, AGBo, AEBo);
    input[SIZE-1:0] A, B;
    input      ALBi, AGBi, AEBi;
    output     ALBo, AGBo, AEBo;
    wire[SIZE:0]  CSL, CSG;
    assign CSL  = ~A + B + ALBi;
    assign ALBo = ~CSL[SIZE];
    assign CSG  = A + ~B + AGBi;
    assign AGBo = ~CSG[SIZE];
    assign AEBo = ((A == B) && AEBi);
endmodule  
module comparador_tempo (
    input [3:0] s_memoria_tempo,
    input [3:0] tempo,
    input [3:0] tempo_baixo,
    input       meio_metro,
    output tempo_correto_baixo,
    output tempo_correto
);
    wire tempo_correto_cima;
    assign tempo_correto = tempo_correto_baixo | (tempo_correto_cima & meio_metro);
    comparador_85 CompTempoBaixo (
        .AEBi ( 1'b1                ), 
        .AGBi ( 1'b0                ), 
        .ALBi ( 1'b0                ), 
        .A    ( s_memoria_tempo     ), 
        .B    ( tempo_baixo         ), 
        .AEBo ( tempo_correto_baixo ),
        .AGBo (                     ),
        .ALBo (                     )
    );
    comparador_85 CompTempoAlto (
        .AEBi ( 1'b1                  ), 
        .AGBi ( 1'b0                  ), 
        .ALBi ( 1'b0                  ), 
        .A    ( s_memoria_tempo-4'b1     ), 
        .B    ( tempo_baixo           ), 
        .AEBo ( tempo_correto_cima    ),
        .AGBo (                       ),
        .ALBo (                       )
    );
endmodule
```

## ./run.sh

```bash
#!/bin/bash
# OpenROAD 26Q1-2900-gdf79404cd8, Yosys 0.63+post, stock flow scripts
make -C /OpenROAD-flow-scripts/flow DESIGN_CONFIG=/design/flow/config.mk WORK_HOME=/design/flow/orfs finish
```

==> results_dict.tcl <==
# collected from the flow reports
set metrics [dict create \
    outcome "completed" \
    slew-limit-headroom 0.877 \
    holdPathStages 5 \
    antenna_found_initial 0 \
    fp.dieW_um 80 \
    coreArea_mm2 0.00342 \
    rsz0062_at_grt "no" \
    critPathLaunchType "input pin" \
    via_count 153 \
    worstSetupStartpoint "s_memoria_tempo[2]" \
    yosysChipArea_um2 111 \
    drt.antenna.violating_nets 0 \
    power_density_mw_per_mm2 229 \
    max_freq_mhz 616 \
    dieArea_mm2 0.00640 \
    cp-endpoint "tempo_correto" \
    worstSetupPathType "in2out" \
    grtUsageTotal 0.0166 \
    finalClockPeriodUsage 0.955 \
    worst_pin_slew_ns 0.184 \
    grt_overflow_total 0 \
    drt_iter0_markers 0 \
    syn_area_per_cell_um2 7.95 \
    cp.arrival_ns 1.28 \
    dieHeight_um 80 \
    flops 0 \
    area_growth_syn_to_layout_pct 194 \
    num_antenna_cells 0 \
    ios 15 \
    cap_violations 0 \
    fin_util 0.0960 \
    ys_seq_frac 0 \
    vias_per_cell 2.07 \
    ctsHoldBuffers 0 \
    cp-end-kind "output port" \
    netlist_top_cells_area "xnor2_1 (39%), xor2_1 (16%), ha_1 (11%)" \
    firstDrtPassIters 1 \
    worst_ep_required_time_ns 1.36 \
    drt-total-wl_um 544 \
    hold_violations 0 \
    drc_errors 0 \
    top_area_cell "xnor2_1" \
    syn_inst 14 \
    row_count 21 \
    min_period_ns 1.62 \
    tns_ns 0 \
    syn-cell-area_um2 111 \
    ir_worst_vdd_uv 46.4 \
    slew_violations 0 \
    tool_warnings 37 \
    whs_ns 1.33 \
    yosysWarnings 0 \
    io_buffers 11 \
    grt_pass1_vias 183 \
    avgRoutedWirePerCell_um 7.35 \
    top_cell_area_share 0.393 \
    gp_congestion 0.733 \
    most-common-layout-cells "dlygate4sd2_1 (7), xnor2_2 (4), buf_4 (3)" \
    leakage_uw 0.000149 \
    initCoreUtil 0.0326 \
    dp_hpwl_um 486 \
    yosysCellCount 14 \
    drive_above_1_share 0.571 \
    flop_area_um2 0 \
    lay_top_count "dlygate4sd2_1" \
    final.clkbuf_count 0 \
    synth_cell_types 8 \
    crit_fanout 2 \
    report.final.setup_viol 0 \
    grt_pass1_wl_um 876 \
    grt_max_degree 3 \
    hold_class "in2out" \
]
==> through the flow <==
stage	setup WS (ns)	total power, µW	instances	cell area, µm²
after CTS	-0.147	67.5	74	315
after global routing	0.00208	82.5	74	328
final	0.0763	75.2	74	328
after floorplan	0.324	26.2	14	111
after detailed placement	-0.725	65.8	73	294
after global placement	-0.688	63.8	73	294
==> worst max-delay path, stage by stage <==
cell and delay (ns):
dlygate4sd2_1 0.27, xnor2_2 0.15, and4_4 0.20, a41o_1 0.20, buf_2 0.12
==> where the power goes <==
part / switching, µW / internal (µW) / total, µW
logic: 29.6 / 45.5 / 75.2
registers: 0 / 0 / 0
clock network: 0 / 0 / 0
==> worst min-delay path by stage <==
stage	startpoint	slack, ns	endpoint
after CTS	tempo_baixo[1]	1.40	tempo_correto_baixo
after global routing	s_memoria_tempo[1]	1.37	tempo_correto_baixo
final	s_memoria_tempo[1]	1.33	tempo_correto_baixo
==> layer usage <==
layer | track usage | share of wire
met1 | 0.0198 | 0.47
met2 | 0.0273 | 0.41
met3 | 0.00909 | 0.12
met4 | 0 | 0
met5 | 0 | 0
==> final cells by class <==
class,count,area (µm²)
Multi-Input combinational cell,12,154
Timing Repair Buffer,14,109
Tap cell,46,57.6
Fill cell,415,3090
Inverter,2,7.51
==> cell usage after synthesis <==
cell and n:
ha_1 1, nor3_1 1, xor2_1 2, xnor2_1 5
inv_1 2, nor2_1 1, a41o_1 1, and4_4 1
==> cells by family (layout without fill, tap and decap cells) <==
group	count (synthesis)	in the layout	share of synthesized area
compound gates	1	1	0.0899
xor+xnor	7	7	0.551
fa+ha+maj	1	1	0.112
buf+inv	2	16	0.0674
simple gates	3	3	0.180
==> repair_timing <==
| item | CTS | global route |
|---|---|---|
| gates resized | 16 | 11 |
| gates cloned | 0 | 0 |
| setup buffers | 1 | 0 |
| pin swaps | 6 | 2 |
| setup endpoints to repair | 2 | 1 |
No activity file was given, so power comes from the tool's default toggle rates.
